### flow/run.sh
#!/bin/bash
# OpenROAD 26Q1-2900-gdf79404cd8, Yosys 0.63+post, stock flow scripts
make -C /OpenROAD-flow-scripts/flow DESIGN_CONFIG=/design/flow/config.mk WORK_HOME=/design/flow/orfs finish
### flow/config.mk
export PLATFORM = sky130hd
export DESIGN_NAME = rcdbpot
export DESIGN_NICKNAME = rcdbpot
export VERILOG_FILES = /design/flow/design.v
export SDC_FILE = /design/flow/constraint.sdc
export NUM_CORES = 4
export LEC_CHECK = 1
export CORE_AREA = 10 10 111 111
export DIE_AREA = 0 0 121 121
### flow/constraint.sdc
current_design rcdbpot

set clk_period 9.6
set clk_io_pct 0.2

create_clock -name clk0 -period $clk_period

set non_clock_inputs [all_inputs -no_clocks]
set_input_delay [expr $clk_period * $clk_io_pct] -clock clk0 $non_clock_inputs
set_output_delay [expr $clk_period * $clk_io_pct] -clock clk0 [all_outputs]
### flow/design.v
function integer clog2;
  input integer value;
  begin
    value = value - 1;
    for (clog2 = 0; value > 0; clog2 = clog2 + 1)
      value = value >> 1;
  end
endfunction
module rcdbpot (
  input logic [31:0] dividend,
  input logic [31:0] negative_exponent,
  output logic [31:0] out
);
  logic [3:0] shift;
  logic signed [31:0] mask, remainder, threshold;
  always_comb begin
    casez (negative_exponent[2:0])
      3'b111 : shift = 9;
      3'b?11 : shift = 5;
      3'b??1 : shift = 7;
      3'b?1? : shift = 6;
      default: shift = 8;
    endcase
    mask = ~({32{1'b1}} << shift);
    remainder = dividend & mask;
    threshold = (mask >> 1) + dividend[31];
    out = signed'(signed'(dividend) >>> shift);
    if (remainder > threshold) out += 1'b1;
    if (out[31]) out = 32'sd0;
    else if (|out[31:8]) out = 32'sd255;
    out -= 32'sd128;
  end
endmodule
==> impl.org <==
#+TITLE: Flow metrics

** Finish
- Summing all non-filler instances in the final layout gives an area of 4511 um^2.
- Layout-stage area growth over the synthesis result :: 19.06%
- Post-route insts no fill :: 703
- Leaving out fill and tap cells, the most frequent cell in the layout is sky130_fd_sc_hd__clkdlybuf4s50_1.
- In the finished design the tool counted flip-flops and latches totalling 0.
- The post-route netlist has 14.39% of its cells at a drive strength greater than 1.
- After layout, the clock buffer instance count stands at 0.
- Sequential Area :: 0 um^2
- Counting the fill cells in the layout gives 1018.
- Commonest cells after routing, fill and taps aside :: sky130_fd_sc_hd__clkdlybuf4s50_1 (66), sky130_fd_sc_hd__nand2_1 (38), sky130_fd_sc_hd__a21oi_1 (33)
- Area occupied by multi-input gates :: 3446 um^2

** Critical path
- Endpoint class of the critical path :: primary output
- Largest driver fanout on the critical path :: 12
- The worst setup path is launched from a primary input.
- The required time at the worst endpoint is listed as 7.68 ns.
- STA puts the critical path data arrival time at 7.30 ns.
- The worst setup path is of the in -> out kind.

** Pwr
- Internal portion of total power :: 0.0001260 W
- Reg power frac :: 0%
- Clock network fraction of total power :: 0%
- Static power due to leakage :: 1.785 nW
- Peak supply drop :: 29.69 uV
- Total power density per cell area :: 64.11 nW/um^2
- Combinational cell fraction of total power :: 100.0%
- Switching power as a fraction of the total was reported as 56.44%.
- The script extracted a net switching power of 0.0001632 W.

** Final timing
- The end-of-flow timing check tallies setup violations at 0.
- Final Critical Period :: 9.219 ns
- Unrepaired setup endpoints after global routing :: no
- Max-slew violation count :: 0
- Final worst path period share :: 96.03%
- Highest attainable clock frequency :: 108.5 MHz
- Across all checked pins, the minimum headroom to the slew limit is 43.43%.
- Counting endpoints that fail hold in the final report gives 0.
- Transition time of the tightest slew-check pin :: 0.8486 ns

** Min path
- Worst hold-check path type :: in -> out

** Detailed routing
- Antenna-violating nets left :: 0
- Detailed routing inserted a total of 4311 vias.
- Per the detail_route report, routed wire per instance is 20.09 um.
- Vias per cell :: 6.132
- The script parses the final routing iteration and logs DRC violations as 0.
- Number of inserted diodes :: 0
- The detailed router finished its first iteration with 379 violations.
- In the post-route report, total wirelength is listed as 14130 um.
- The first TritonRoute pass finished after 5 iterations.

** Synthesis
- Synthesized area :: 3789 um^2
- Total cell area reported by yosys after synthesis :: 3789 um^2
- Distinct cell type count after synthesis :: 84
- Top cells by area :: sky130_fd_sc_hd__ha_1 (7.6%), sky130_fd_sc_hd__mux2i_1 (6.6%), sky130_fd_sc_hd__mux2_2 (6.5%), sky130_fd_sc_hd__a21oi_1 (4.4%), sky130_fd_sc_hd__nand2_1 (3.8%)
- Yosys Instances :: 529
- The synthesis report lists the Yosys warning total as 1.
- The largest total area in the synthesized netlist belongs to sky130_fd_sc_hd__ha_1.
- Of the synthesized area, sequential elements account for 0%.
- Synthesized area per cell :: 7.162 um^2
- Gate count after technology mapping :: 529
- Share of Yosys cell area claimed by the top area cell type :: 7.596%

** Placement
- Area of placed instances :: 4482 um^2
- After its last routability iteration, the placer logged a weighted congestion of 0.9965.
- Per the placement report, the placed cell count is 702.
- Detailed Place HPWL :: 11230 um
- Per the placement log, port buffering inserted 67 buffers.

** Die
- Vertical extent of the die :: 121 um
- Per the OpenROAD floorplan log, the area of the core is 9864 um^2.
- The chip occupies 14640 um^2.
- DIE WIDTH :: 121 um
- Initial core utilization :: 38.41%
- In this run the count of I/O pins placed on the die edge is 96.
- The floorplan has 36 rows.

** Run
- Total number of warnings across the stage logs :: 64
- In this run the maximum-capacitance check reported violations numbering 0.

** Clocking
- Total of hold buffers inserted after clock tree synthesis :: 0

** Global routing
- Entering global routing, the biggest net connects 51 pins.
- Summed over all layers, the global routing overflow is 0.
- Initial antenna violation count :: 0
- The first global-routing pass estimated 22580 um of wire.
- The number of global-route vias before repair came to 4091.
- Summed over all routing layers, the global router reports a total usage of 18.89%.

** Status
- The run finished with clean final reports.
## cell families (layout without fill, tap and decap cells)
| family | after synthesis | in the layout | share of synthesized area [%] |
|---|---|---|---|
| other | 1 | 2 | 0.09898 |
| multiplexers | 57 | 57 | 17.70 |
| adder cells (fa/ha/maj) | 23 | 23 | 7.596 |
| XOR/XNOR | 13 | 13 | 3.005 |
| AND-OR/OR-AND | 185 | 185 | 34.84 |
| buffers and inverters | 65 | 105 | 9.809 |
| AND/OR/NAND/NOR | 185 | 185 | 26.95 |
## power by group through the flow
stage     clock (W)  combinational [W]  sequential (W)
4_1_cts           0           0.000285               0
5_1_grt           0           0.000316               0
6_report          0           0.000289               0
## synthesized netlist by cell type, types with 5 or more instances
library cell / instances
sky130_fd_sc_hd__a211oi_1: 7
sky130_fd_sc_hd__a21o_1: 17
sky130_fd_sc_hd__a21oi_1: 33
sky130_fd_sc_hd__a22oi_1: 6
sky130_fd_sc_hd__a31oi_1: 9
sky130_fd_sc_hd__and2_1: 16
sky130_fd_sc_hd__and3_1: 6
sky130_fd_sc_hd__buf_2: 8
sky130_fd_sc_hd__buf_4: 7
sky130_fd_sc_hd__buf_6: 7
sky130_fd_sc_hd__clkbuf_1: 24
sky130_fd_sc_hd__ha_1: 23
sky130_fd_sc_hd__inv_1: 13
sky130_fd_sc_hd__mux2_2: 22
sky130_fd_sc_hd__mux2i_1: 25
sky130_fd_sc_hd__mux4_2: 5
sky130_fd_sc_hd__nand2_1: 38
sky130_fd_sc_hd__nand2b_1: 14
sky130_fd_sc_hd__nand3_1: 13
sky130_fd_sc_hd__nand4_1: 9
sky130_fd_sc_hd__nor2_1: 33
sky130_fd_sc_hd__nor2b_1: 13
sky130_fd_sc_hd__nor3_1: 12
sky130_fd_sc_hd__o211ai_1: 7
sky130_fd_sc_hd__o21a_1: 6
sky130_fd_sc_hd__o21ai_0: 24
sky130_fd_sc_hd__o22ai_1: 12
sky130_fd_sc_hd__o2bb2ai_1: 5
sky130_fd_sc_hd__or2_2: 5
sky130_fd_sc_hd__xnor2_1: 9
## worst paths after layout
path	from	to	slack (ns)	depth (start not counted)
max	negative_exponent[1]	out[27]	0.38	24
min	negative_exponent[0]	out[5]	5.35	10
## metrics by stage
step	TNS [ns]	util, %	total power [W]	setup slack [ns]	hold WS [ns]
global route	0	45.73	0.0003158	0.01581	5.458
CTS	0	45.47	0.0002851	0.08069	5.370
floorplan	0	-	0.0001954	0.03493	4.285
finish	0	45.73	0.0002892	0.3813	5.349
global placement	0	45.43	0.0002839	0.001968	5.349
detailed placement	-0.4390	45.43	0.0002836	-0.04318	5.367
## critical path: stages
cell	delay (ns)
sky130_fd_sc_hd__clkdlybuf4s50_1	0.47
sky130_fd_sc_hd__inv_1	0.07
sky130_fd_sc_hd__ha_2	0.30
sky130_fd_sc_hd__nor3_2	0.29
sky130_fd_sc_hd__inv_1	0.11
sky130_fd_sc_hd__ha_1	0.25
sky130_fd_sc_hd__ha_1	0.25
sky130_fd_sc_hd__inv_1	0.08
sky130_fd_sc_hd__o21ai_0	0.11
sky130_fd_sc_hd__a21boi_0	0.16
sky130_fd_sc_hd__ha_1	0.28
sky130_fd_sc_hd__nand4_1	0.18
sky130_fd_sc_hd__nor4_2	0.34
sky130_fd_sc_hd__o21ai_0	0.13
sky130_fd_sc_hd__nand4_1	0.15
sky130_fd_sc_hd__nand4_1	0.10
sky130_fd_sc_hd__buf_4	0.20
sky130_fd_sc_hd__nor4b_4	0.28
sky130_fd_sc_hd__xor2_1	0.20
sky130_fd_sc_hd__o221ai_2	0.14
sky130_fd_sc_hd__nor4_4	0.27
sky130_fd_sc_hd__a21o_1	0.19
sky130_fd_sc_hd__ha_2	0.29
sky130_fd_sc_hd__clkdlybuf4s50_1	0.51
## per-layer routing
layer / global-route usage (%) / vias up / routed length, um
li1: - / 2117 / -
met1: 25.58 / 1999 / 6227
met2: 31.63 / 165 / 6754
met3: 1.228 / 30 / 715
met4: 5.204 / 0 / 428
met5: 0 / - / 0
## area by class of cell
| class | count | share of cell area (%) |
|---|---|---|
| inverter | 15 | 1.248 |
| multi-input combinational | 465 | 76.39 |
| timing repair buffer | 90 | 18.67 |
| tap | 133 | 3.689 |
## repair_timing
item | in CTS | in global routing
gates resized | 1 | 5
gates cloned | 0 | 0
setup endpoints to repair | 12 | 24
pin swaps | 0 | 1
setup buffers | 0 | 1
No activity file was given, so power comes from the tool's default toggle rates.
